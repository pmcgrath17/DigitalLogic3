File: design/flow/design.v
module DP_NES(input logic dataYellow,
				  input logic clock,
				  input logic reset_n,
				  output logic latchOrange,
				  output logic clockRed,
				  output logic up,
				  output logic down,
				  output logic left,
				  output logic right,
				  output logic start,
				  output logic select,
				  output logic a,
				  output logic b);
				  logic [3:0] count;
	Counter inst_1(
    .clk               (clock), 
    .reset_n           (reset_n), 
    .count             (count)
  );
  NesClockStateDecoder inst_2(
    .controllerState  (count), 
    .nesClock         (clockRed)
  );
  NesLatchStateDecoder inst_3(
    .controllerState  (count), 
    .nesLatch         (latchOrange)
  );
  NesDataReceiverDecoder inst_4(
    .dataYellow       (dataYellow), 
    .reset_n           (reset_n),
    .controllerState  (count), 
    .readButtons      ({a, b, select, start, up, down, left, right})
  );
 endmodule 
module Counter(
  input logic clk, reset_n,
  output logic [3:0] count);
  always_ff @ (posedge clk, negedge reset_n)
    if(!reset_n) count <= 4'b0;
    else count <= count + 1;
endmodule
module NesLatchStateDecoder(
  input logic [3:0] controllerState,
  output logic nesLatch);
  always_comb
    case(controllerState)
      4'h0: nesLatch = 1;
      default: nesLatch = 0;
    endcase
endmodule
module NesClockStateDecoder(
  input logic [3:0] controllerState,
  output logic nesClock);
  always_comb
    case (controllerState)
      4'h2: nesClock = 1;
      4'h4: nesClock = 1;
      4'h6: nesClock = 1;
      4'h8: nesClock = 1;
      4'ha: nesClock = 1;
      4'hC: nesClock = 1;
      4'hE: nesClock = 1;
      default: nesClock = 0;
    endcase
endmodule
module NesDataReceiverDecoder(
  input logic dataYellow,
  input logic reset_n,
  input logic [3:0] controllerState,
  output logic [7:0] readButtons); 
  always_ff @ (posedge controllerState[0], negedge reset_n)
    if(!reset_n) readButtons <= 8'b0;
    else case(controllerState[3:0])
      4'h1: readButtons[7] <= dataYellow;	 
      4'h3: readButtons[6] <= dataYellow;	 
      4'h5: readButtons[5] <= dataYellow;	 
      4'h7: readButtons[4] <= dataYellow;	 
      4'h9: readButtons[3] <= dataYellow;	 
      4'hB: readButtons[2] <= dataYellow;	 
      4'hD: readButtons[1] <= dataYellow;	 
      4'hF: readButtons[0] <= dataYellow;	 
      default: readButtons <= readButtons;
    endcase
endmodule
File: design/flow/run.sh
#!/bin/bash
# OpenROAD 26Q1-2900-gdf79404cd8, Yosys 0.63+post, stock flow scripts
make -C /OpenROAD-flow-scripts/flow DESIGN_CONFIG=/design/flow/config.mk WORK_HOME=/design/flow/orfs finish
File: design/flow/config.mk
export PLATFORM = sky130hd
export DESIGN_NAME = DP_NES
export DESIGN_NICKNAME = DP_NES
export VERILOG_FILES = /design/flow/design.v
export SDC_FILE = /design/flow/constraint.sdc
export NUM_CORES = 4
export LEC_CHECK = 1
export CORE_AREA = 10 10 70 70
export DIE_AREA = 0 0 80 80
File: design/flow/constraint.sdc
current_design DP_NES

set clk_period 1.6
set clk_io_pct 0.2

create_clock -name clk0 -period $clk_period [get_ports {clock}]

set non_clock_inputs [all_inputs -no_clocks]
set_input_delay [expr $clk_period * $clk_io_pct] -clock clk0 $non_clock_inputs
set_output_delay [expr $clk_period * $clk_io_pct] -clock clk0 [all_outputs]
==> flow_summary.toml <==
# physical design summary
[cells_and_area]
final_util = 0.252
register_area_sq_um = 300
area_delta_synth_final_pct = 44.6
layout-drive-gt1-share = 0.431
fill_cells = 363
area.combinational_sq_um = 294
fin_area_sq_um = 860

[sta]
finalSetupViolCount = 0
slew_headroom = 0.836
fmax_mhz = 638
final_max_slew_viol_count = 0
unclocked_pins = 8
rsz0062_at_grt = "yes"
skew_ns = 0.00458
post-route-min-period_ns = 1.57
fin_hold_ws_ns = 0.315
timing.final.hold_violations = 0
fin_tns_setup_ns = 0
tightest_slew_ns = 0.245
min_period_over_period = 0.980
untimed_endpoints = 16

[run]
warning_count = 31
maxCapViolCount = 0

[clocking]
cts_buffer_depth = 2
cts_buffers = 3
root_buffer = "clkbuf_4"
clkSlewWorstSetupHoldPaths_ns = 0.04
htreeDepth = 1
cts_hold_buf = 0
cts_tree = "yes"
worst_skew_pair.late_latency_ns = 0.24

[setup_path]
r2r_cells = 4
arrival_ns = 1.25
critPathLaunchType = "flip-flop"
cp.required_ns = 1.28
end_kind = "primary output"
crit_type = "flip-flop to primary output"
critical_path.max_fanout = 3

[global_routing]
grt_pass1_vias = 397
antenna_found_initial = 0
grt-ovfl-total = 0
grt_usage = 0.0367
grt_pass1_wl_mm = 1.88
grt_max_degree = 12

[routing]
wl_mm = 1.15
drtAntennaViolNets = 0
wire_per_inst_um = 10.4
n_antenna_cell = 0
vias_per_cell = 3.71
firstDrtPassIters = 2
drc = 0
vias = 412
initialDrtViolationCount = 14

[floorplan]
rows = 21
fp-utilization = 0.174
die-area_sq_um = 6400
die.size.x_um = 80
io-pin-count = 13
core_region_area_sq_um = 3420
fp.dieH_um = 80

[status]
run_status = "completed"

[logic_synthesis]
ys_types = 15
syn_area_sq_um = 594
synth_cells = 44
yosys_cells = 44
ys.flops = 12
yosysWarningCount = 4
synth_seq_share = 0.505
ys_chip_area_sq_um = 594
syn_avg_cell_area_sq_um = 13.5

[power]
p_leak_nw = 0.362
p_per_area_nw_per_um2 = 279
ir_drop_v = 0.000432

[placed_design]
dp_hpwl_um = 917
postPlaceCellArea_sq_um = 795
place_congestion = 0.751
numPortBuffers = 12

[min_path]
hp-class = "input pin to asynchronous set/reset pin"
[path summary, 6_finish.rpt]
check,end,start,slack [ns]
worst min-delay path,inst_1.count[3]$_DFF_PN0_,reset_n,0.31
min in group clk0,inst_1.count[0]$_DFF_PN0_,inst_1.count[0]$_DFF_PN0_,0.57
worst max register to register,inst_1.count[2]$_DFF_PN0_,inst_1.count[1]$_DFF_PN0_,0.40
max in group asynchronous,inst_1.count[1]$_DFF_PN0_,reset_n,1.08
worst min register to register,inst_1.count[0]$_DFF_PN0_,inst_1.count[0]$_DFF_PN0_,0.57
worst max-delay path,clockRed,inst_1.count[0]$_DFF_PN0_,0.03
[routing by layer]
metal | vias up | share of wire | track usage
met3 | 0 | 0.080 | 0.0227
met2 | 12 | 0.44 | 0.0457
met1 | 207 | 0.48 | 0.0535
met5 | - | 0 | 0
met4 | 0 | 0 | 0.00352
li1 | 193 | - | -
[repair_timing]
| action | 4_1_cts | 5_1_grt |
|---|---|---|
| endpoints found under the hold margin | 0 | 0 |
| setup endpoints to repair | 2 | 2 |
| buffers inserted | 2 | 0 |
| gates resized | 9 | 8 |
| pin swaps | 1 | 2 |
[cell usage after synthesis, drive strengths merged]
master | number | area (sq um)
dfrtp | 12 | 300
ha | 5 | 62.6
o31ai | 1 | 7.51
nand3 | 3 | 15.0
nor3b | 3 | 27.5
xor2 | 1 | 8.76
inv | 3 | 11.3
xnor2 | 1 | 8.76
mux2 | 8 | 90.1
buf | 2 | 22.5
o22ai | 1 | 6.26
nand3b | 4 | 33.8
[final cells by class]
cell class,count,area share
multi-input cells,27,0.342
well taps,46,0.0670
clock buffers,3,0.0262
repair buffers,20,0.202
flip-flops and latches,12,0.349
inverters,3,0.0131
[critical path: stages (launching register included)]
cell	delay, ns
dfrtp_1	0.38
inv_2	0.07
buf_6	0.10
ha_4	0.12
inv_2	0.03
o31ai_2	0.19
buf_2	0.12
[placed cells by master (no fill, tap or decap), types with 2 or more instances in the layout]
cell type and n:
buf_4 7, clkbuf_4 3, clkdlybuf4s50_1 10, dfrtp_1 12, ha_1 2, ha_2 2, inv_2 3, mux2_1 4
mux2_2 4, nand3_1 3, nand3b_1 3, nor3b_2 2
[power breakdown]
group	leakage, nW	switching [mW]	internal [mW]	total (mW)
sequential	0.149	0	0.102	0.102
combinational	0.199	0.00873	0.00609	0.0148
clock	0.0138	0.0399	0.0838	0.124
[through the flow]
stage / power (mW) / worst slack (ns) / cells
final: 0.240 / 0.0320 / 111
after global routing: 0.256 / -0.0463 / 111
after CTS: 0.247 / -0.00878 / 111
after detailed placement: 0.118 / -0.103 / 106
after global placement: 0.118 / -0.0692 / 106
after floorplan: 0.103 / 0.337 / 44
[state kept, by name (all words and copies together) (netlist names)]
| register | flops |
|---|---|
| inst_1.count | 4 |
| inst_4.readButtons | 8 |
[kinds of logic (layout without fill, tap and decap cells)]
kind of cell,Yosys count,count (layout),share of synthesized area
compound gates,2,2,0.0232
xor+xnor,2,2,0.0295
fa+ha+maj,5,5,0.105
buf+inv,5,26,0.0568
flops,12,12,0.505
mux,8,8,0.152
simple gates,10,10,0.128
No activity file was given, so power comes from the tool's default toggle rates.
