==> design/flow/design.v <==
module encounter #(parameter N = 12) 
					(input logic clk, 
                input logic reset,
					 input logic enable,
                output logic [N-1:0] q);
	always_ff @(posedge clk, posedge reset) 
		if (reset) q <= 0; 
		else if(enable) q <= q + 1; 
endmodule 
==> design/flow/run.sh <==
#!/bin/bash
# OpenROAD 26Q1-2900-gdf79404cd8, Yosys 0.63+post, stock flow scripts
make -C /OpenROAD-flow-scripts/flow DESIGN_CONFIG=/design/flow/config.mk WORK_HOME=/design/flow/orfs finish
==> design/flow/config.mk <==
export PLATFORM = sky130hd
export DESIGN_NAME = encounter
export DESIGN_NICKNAME = encounter
export VERILOG_FILES = /design/flow/design.v
export SDC_FILE = /design/flow/constraint.sdc
export NUM_CORES = 4
export LEC_CHECK = 1
export CORE_AREA = 10 10 82 82
export DIE_AREA = 0 0 92 92
==> design/flow/constraint.sdc <==
current_design encounter

set clk_period 2.4
set clk_io_pct 0.2

create_clock -name clk0 -period $clk_period [get_ports {clk}]

set non_clock_inputs [all_inputs -no_clocks]
set_input_delay [expr $clk_period * $clk_io_pct] -clock clk0 $non_clock_inputs
set_output_delay [expr $clk_period * $clk_io_pct] -clock clk0 [all_outputs]
==> reports/highlights.md <==
## Outcome
* run status: finished, final reports clean

## Synthesis
* Cell Area, Synth: 517 um2
* most instantiated flip-flop cell in the synthesis netlist: sky130_fd_sc_hd__dfrtp_1
* top cell type's share of synthesized area: 0.581
* top post-synthesis cells by count: 12 x sky130_fd_sc_hd__dfrtp_1, 6 x sky130_fd_sc_hd__xnor2_1, 5 x sky130_fd_sc_hd__nand2_1, 5 x sky130_fd_sc_hd__xor2_1, 4 x sky130_fd_sc_hd__nand4_1
* number of different library cells in the post-synthesis netlist: 12
* cell type contributing the most total cell area after synthesis: sky130_fd_sc_hd__dfrtp_1
* async set-reset flop share out of synthesis: 1.00
* syn_area_per_cell: 12.0 um2
* count of synthesis-stage warnings from yosys: 1
* flip-flops with a built-in enable: 0
* top cell type by instance count after synthesis: sky130_fd_sc_hd__dfrtp_1
* top area cells in the synthesized netlist: sky130_fd_sc_hd__dfrtp_1 58%, sky130_fd_sc_hd__xnor2_1 10%, sky130_fd_sc_hd__xor2_1 8.5%
* Flops after synth: 12
* synthesized instance count: 43
* chip area line of the yosys report: 517 um2
* # Cells Yosys: 43
* sequential share of the synthesized area: 0.581

## Worst hold path
* worst hold endpoint: q[11]
* Min-Delay Startpoint: q[11]
* path type of the worst min-delay path: reg2reg
* cell depth of the worst hold path: 1

## Clock network
* TritonCTS Buffers: 3
* CTS-repair resized insts: 0
* number of levels in the clock H-tree: 1
* clk slew on worst S/H paths: 0.05 ns
* CTS tree: done
* later-pin clock latency in the skew report: 0.24 ns
* clock buffer depth: 2
* clk sinks: 12
* Post-CTS Setup Bufs: 0
* hold buffer count at CTS: 0
* root cell of the clock tree: sky130_fd_sc_hd__clkbuf_8

## Floorplan
* Vert. Die Dim: 92 um
* Initial Utilization: 0.102
* Die X: 92 um
* io pins: 15
* die area: 8460 um2
* Site Rows: 26
* area of the placeable core: 5070 um2

## GRT
* layer carrying the most global-route usage: met1
* initial antenna violation count: 0
* global-route wire length before repair: 1970 um
* grt met2 use: 0.0329
* pin count of the biggest net entering global routing: 13
* via count of the first global-routing pass: 366
* global route overflow: 0
* Tot GR Track Use: 0.0292
* GR Layer Usage met3: 0.0148
* met1 routing resource usage after global routing: 0.0482

## Layout
* register with the most flip-flops: q
* number of flip-flops in the largest register: 12
* count of fill cells added during filler insertion: 578
* Layout Cell Area excl Fill: 800 um2
* registers with the most flip-flops: q (12)
* share of layout cells above drive strength 1: 0.0984
* Layout Area Growth over Synthesis: 54.7%

## Worst setup path
* arrival time worst endpoint: 1.22 ns
* classification of the worst setup path: reg2out
* startpoint types: flop
* Worst R2R End: q[8]
* critical path's largest stage delay: 0.53 ns
* maximum fanout along the worst path: 6
* worst-path cell chain: clkdlybuf4s50_1
* required time at the worst-slack endpoint: 1.92 ns
* type of element capturing the critical path: primary output
* Critical R2R Launch: q[0]
* flop2flop setup slack: 1.13 ns
* standard cell with the maximum stage delay on the critical path: sky130_fd_sc_hd__clkdlybuf4s50_1
* number of buffers and inverters on the critical path: 1
* kind of cell adding the most delay to the critical path: buffers and inverters
* cell count of the worst reg-to-reg path: 4

## Detailed routing
* Initial DRT Pass Iterations: 2
* overall via count from detail_route: 393
* diodes inserted: 0
* Avg WL per Cell: 9.33 um
* post-detailed-route DRC marker count: 0
* tally of nets with antenna violations remaining after routing: 0
* detailed-route vias per instance: 3.00
* wirelength, routed: 1220 um
* initial drt markers: 13

## Place
* routability cong.: 0.697
* Buffers on Ports: 14
* placed standard-cell area: 744 um2
* estimated wirelength of the detail-placed design: 951 um

## Timing
* Final Max Slew Viols: 0
* transition time of the tightest slew-check pin: 0.442 ns
* sum of negative setup slack: 0 ns
* Hold Fails Final Rpt: 0
* Worst Clk Skew: 0.00666 ns
* Period minus WS final: 1.70 ns
* setup repair after global routing missed its margin: false
* final tally of setup violations: 0
* maximum operating frequency: 588 MHz
* worst rel slew slack: 0.705
* share of the cycle needed by the critical path after routing: 0.709

## Run
* number of logged tool warnings: 25
* max-capacitance violation count: 0

## Power and ir drop
* Lkg Pwr: 0.337 nW
* power density of the placed cells: 942 nW/um2
* largest vdd supply drop: 645 uV

cell type report:
type                       instances  area (um2)  area share
multi-input combinational         30         213       0.266
timing repair buffer              14         140       0.175
clock buffer                       4        55.1      0.0689
tap                               70        87.6       0.110
sequential                        12         300       0.376
inverter                           1        3.75     0.00469
cells in the final DEF (no fill, tap or decap):
cell type / count
sky130_fd_sc_hd__inv_1: 1
sky130_fd_sc_hd__nor2_1: 2
sky130_fd_sc_hd__mux2_2: 1
sky130_fd_sc_hd__clkdlybuf4s50_1: 14
sky130_fd_sc_hd__xnor2_1: 6
sky130_fd_sc_hd__ha_1: 1
sky130_fd_sc_hd__nand2_1: 5
sky130_fd_sc_hd__clkbuf_8: 4
sky130_fd_sc_hd__dfrtp_1: 12
sky130_fd_sc_hd__and3_1: 3
sky130_fd_sc_hd__nor3_1: 2
sky130_fd_sc_hd__xor2_1: 5
sky130_fd_sc_hd__nand4_1: 4
sky130_fd_sc_hd__nand4_2: 1
through the flow:
| step | hold slack, ns | power (mW) | worst slack, ns | std cells | utilization |
|---|---|---|---|---|---|
| global placement | 0.463 | 0.539 | 0.632 | 127 | 0.147 |
| global route | 0.528 | 0.810 | 0.661 | 131 | 0.158 |
| finish | 0.482 | 0.753 | 0.698 | 131 | 0.158 |
| floorplan | 0.345 | 0.398 | 1.30 | 43 | - |
| CTS | 0.492 | 0.766 | 0.697 | 131 | 0.158 |
| detailed placement | 0.485 | 0.543 | 0.635 | 127 | 0.147 |
cell families after synthesis:
kind of cell             share of synthesized area
adder cells (fa/ha/maj)                     0.0242
XOR/XNOR                                     0.186
flip-flops                                   0.581
multiplexers                                0.0218
AND/OR/NAND/NOR                              0.179
buffers and inverters                      0.00726
routing by layer:
metal	up-vias	wire length, um
met5	-	0
met4	0	0
met3	0	81
met2	14	440
met1	192	700
li1	187	-
power by group:
part           switching (mW)  internal [mW]
sequential             0.0755          0.259
clock                  0.0710          0.145
combinational          0.0556          0.147
worst max path at each step:
stage         start   end  slack [ns]  cells past startpoint
finish         q[7]  q[7]        0.70                      1
global route   q[3]  q[3]        0.66                      1
CTS            q[7]  q[7]        0.70                      1
Power figures rest on the tool's default switching activity, not on a simulated workload.
